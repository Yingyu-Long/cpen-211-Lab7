`design/flow/config.mk`:
```
export PLATFORM = sky130hd
export DESIGN_NAME = alu
export DESIGN_NICKNAME = alu
export VERILOG_FILES = /design/flow/design.v
export SDC_FILE = /design/flow/constraint.sdc
export NUM_CORES = 4
export LEC_CHECK = 1
export CORE_AREA = 10 10 100 100
export DIE_AREA = 0 0 110 110
```
`design/flow/constraint.sdc`:
```
current_design alu

set clk_period 9.3
set clk_io_pct 0.2

create_clock -name clk0 -period $clk_period

set non_clock_inputs [all_inputs -no_clocks]
set_input_delay [expr $clk_period * $clk_io_pct] -clock clk0 $non_clock_inputs
set_output_delay [expr $clk_period * $clk_io_pct] -clock clk0 [all_outputs]
```
`design/flow/design.v`:
```
module alu(
	input logic [7:0] dataA,
	input logic [7:0] dataB,
	input logic [1:0] aluOp,
	output logic [7:0] R,
	output logic [5:0] CC
);
				logic [7:0] result;
				logic Z, N, VM, VP, B, C;
				assign CC = {Z, N, VM, VP, B, C};
				assign R = result;
			   always_comb begin
					case(aluOp)
						2'b00: begin
							result = dataA + dataB;
						end
						2'b01: begin
							result = dataA - dataB;
						end
						2'b10: begin
							result = dataA * dataB;
						end
						2'b11: begin
							result = dataA && dataB;
						end
					endcase
					 C = (dataA[7] & dataB[7]) | (dataA[7] & ~result[7]) | (dataB[7] & ~result[7]);
					 VP = (dataA[7] & dataB[7] & ~result[7]) | (~dataA[7] & ~dataB[7] & result[7]);
					 VM = (dataA[7] & ~dataB[7] & ~result[7]) | (~dataA[7] & dataB[7] & result[7]);
					 N = result[7];
					 B = (~dataA[7] & dataB[7]) | (dataB[7] & result[7]) | (~dataA[7] & result[7]);
					 Z = (result == 8'b0);
				end
endmodule
```
`design/flow/run.sh`:
```
#!/bin/bash
# OpenROAD 26Q1-2900-gdf79404cd8, Yosys 0.63+post, stock flow scripts
make -C /OpenROAD-flow-scripts/flow DESIGN_CONFIG=/design/flow/config.mk WORK_HOME=/design/flow/orfs finish
```
==> impl_metrics.tcl <==
# collected from the flow reports
set metrics [dict create \
    status "completed" \
    post_cts.repair.setup_buffers 0 \
    holdPathStages 4 \
    fmax_mhz 114 \
    critPathMostFrequentCell "fa_1" \
    n_fill_cell 863 \
    place_hpwl_mm 3.54 \
    startpoint "dataB[4]" \
    gp_congestion 0.873 \
    cp.depth 17 \
    maxSlewHeadroom_pct 65.2 \
    powerDensity_mw_per_mm2 98.3 \
    dp.cells 337 \
    power_leakage_nw 0.916 \
    ys_seq_share_pct 0 \
    ys_types 43 \
    track_usage_pct 6.86 \
    most_common_cell "inv_1" \
    cts_hold_buf 0 \
    yosys_warnings 1 \
    antenna_found_initial 0 \
    top_cells_by_count "33 x inv_1, 25 x ha_1, 24 x nand2_1" \
    critical_path.slowest_cell "clkdlybuf4s50_1" \
    initial_core_util_pct 21.3 \
    ios 32 \
    syn_area_per_cell_um2 7.64 \
    area_leaders "ha_1 19%, fa_1 16%, xnor2_1 8.9%" \
    ys_area_mm2 0.00167 \
    path_buffers 5 \
    finalHoldViolations 0 \
    fin_area_mm2 0.00202 \
    num_antenna_cells 0 \
    critPathMaxStageDelay_ns 0.70 \
    clkbuf_count 0 \
    die_w_um 110 \
    postCtsResizedCells 0 \
    crit_type "in -> out" \
    crit_fanout 7 \
    routed_wirelength_mm 3.99 \
    drc 0 \
    cp_data_required_time_ns 7.44 \
    slew_violations 0 \
    end_kind "output pin" \
    die_area_mm2 0.0121 \
    mappedNetlistArea_mm2 0.00167 \
    worst_pin_slew_ns 0.520 \
    cp_data_arrival_time_ns 6.93 \
    fp.dieH_um 110 \
    ir_drop_mv 0.0381 \
    rsz0062_at_grt "false" \
    grt-ovfl-total 0 \
    instances_no_fill 337 \
    crit_family "adder cells" \
    min-delay-start "dataB[7]" \
    postRouteAntennaNets 0 \
    viasPerCell 4.21 \
    core_area_mm2 0.00781 \
    synth_cells 218 \
    regArea_um2 0 \
    first_pass_iters 4 \
    wl_per_cell_um 11.9 \
    crit_path_cell_trace "clkdlybuf4s50_1 > nand2_1 > fa_1 > fa_1 > inv_1 > fa_1 > inv_1 > fa_1 > inv_1 > ha_1 > a21oi_1 > xnor3_1 > xnor3_1 > nand2_2 > nand2b_2 > nor4bb_2 > clkdlybuf4s50_1" \
    grt_pass1_vias 1480 \
    tool_warnings 33 \
    tns_ns 0 \
    ff_count 0 \
    post-route-min-period_ns 8.79 \
    period_used_pct 94.5 \
    vias 1420 \
    top_area_cell "ha_1" \
    grt_pass1_wl_mm 6.89 \
    final_layout_size_suffix_gt1_share_pct 7.23 \
    rows 32 \
    synth_stat.cells 218 \
    setup_violations 0 \
    grt_max_degree 13 \
    top_area_share_pct 18.8 \
    postLayoutCoreUtil_pct 25.9 \
    min_path_type "in -> out" \
    area_delta_synth_final_pct 21.5 \
    start_kind "input pin" \
    place_area_mm2 0.00202 \
    drtIter0Drc 65 \
    place.port_buffers 32 \
    drv_cap 0 \
]
==> report_power, final <==
| group | switching, mW | total [mW] | internal, mW |
|---|---|---|---|
| combinational | 0.0919 | 0.199 | 0.107 |
| clock | 0 | 0 | 0 |
| sequential | 0 | 0 | 0 |
| total | 0.0919 | 0.199 | 0.107 |
==> final timing paths <==
| check | to | slack, ns |
|---|---|---|
| min | CC[3] | 4.88 |
| max | CC[5] | 0.51 |
==> metrics by stage <==
stage	worst slack [ns]	power (mW)	hold slack, ns
2_1_floorplan	1.56	0.144	3.78
3_3_place_gp	0.512	0.204	4.89
3_5_place_dp	0.472	0.204	4.89
4_1_cts	0.456	0.205	4.89
5_1_grt	0.259	0.227	4.95
6_report	0.514	0.199	4.88
==> final cells by class <==
cell class                 count  area [um2]  area share [%]
inverter                      33         124            6.12
timing repair buffer          32         320            15.8
multi-input combinational    170        1450            71.7
tap                          102         128            6.31
==> layer usage <==
| metal | track usage [%] | part of all wire [%] | vias up |
|---|---|---|---|
| met1 | 10.1 | 51 | 652 |
| met4 | 0 | 0 | 0 |
| met3 | 0.999 | 4.6 | 0 |
| li1 | - | - | 738 |
| met5 | 0 | 0 | - |
| met2 | 11.0 | 44 | 30 |
==> cells by family (layout without fill, tap and decap cells) <==
| kind of cell | Yosys count | count (layout) | synth area share, % |
|---|---|---|---|
| simple gates | 73 | 73 | 24.1 |
| buf+inv | 48 | 65 | 12.8 |
| fa+ha+maj | 38 | 38 | 34.4 |
| compound gates | 33 | 33 | 12.6 |
| xor+xnor | 24 | 24 | 14.7 |
| mux | 2 | 2 | 1.28 |
==> placed cells by master, fill, tap and decap left out, types with 2 or more instances in the layout <==
cell type | Yosys | layout
nand4b_1 | 2 | 2
and2_1 | 9 | 9
nor2_1 | 7 | 7
nand2b_1 | 2 | 2
ha_1 | 25 | 25
nand2_1 | 24 | 24
o21ai_2 | 2 | 2
o21ai_1 | 4 | 4
inv_1 | 33 | 33
and2_2 | 4 | 4
o21ai_0 | 4 | 4
xor2_1 | 4 | 4
nor3_1 | 7 | 7
a31oi_1 | 2 | 2
xnor2_1 | 17 | 17
a21oi_1 | 8 | 8
nor4_1 | 2 | 2
a21oi_2 | 2 | 2
fa_1 | 13 | 13
xnor3_1 | 2 | 2
a21o_1 | 4 | 4
clkdlybuf4s50_1 | 0 | 32
nand2_2 | 3 | 3
o22ai_1 | 2 | 2
nor2b_1 | 5 | 5
Power figures rest on the tool's default switching activity, not on a simulated workload.
