<file path="flow/design.v">
module regfile(
	input logic clk,
	input logic rst_n,
	input logic WE,
	input logic [1:0] selA,
	input logic [1:0] selB,
	input logic [7:0] dataW,
	output logic [7:0] dataA,
	output logic [7:0] dataB
);
	logic [7:0] R [3:0]; 
	int i;
	always_ff @(posedge clk) begin
		if( !rst_n ) begin
			for( i=0; i<4; i++ ) R[i] <= 8'b0;  
		end else begin
			if( WE ) R[selA] <= dataW;
		end
	end
	always_comb begin
		dataA = R[selA];
		dataB = R[selB];
	end
endmodule
</file>
<file path="flow/run.sh">
#!/bin/bash
# OpenROAD 26Q1-2900-gdf79404cd8, Yosys 0.63+post, stock flow scripts
make -C /OpenROAD-flow-scripts/flow DESIGN_CONFIG=/design/flow/config.mk WORK_HOME=/design/flow/orfs finish
</file>
<file path="flow/config.mk">
export PLATFORM = sky130hd
export DESIGN_NAME = regfile
export DESIGN_NICKNAME = regfile
export VERILOG_FILES = /design/flow/design.v
export SDC_FILE = /design/flow/constraint.sdc
export NUM_CORES = 4
export LEC_CHECK = 1
export CORE_UTILIZATION = 30
</file>
<file path="flow/constraint.sdc">
current_design regfile

set clk_period 3.2
set clk_io_pct 0.2

create_clock -name clk0 -period $clk_period [get_ports {clk}]

set non_clock_inputs [all_inputs -no_clocks]
set_input_delay [expr $clk_period * $clk_io_pct] -clock clk0 $non_clock_inputs
set_output_delay [expr $clk_period * $clk_io_pct] -clock clk0 [all_outputs]
</file>
==> notes.md <==
run results: DRC errors left=0, Final ANT Viol Nets=0, layout cells sized above 1=0.200, top-count cell post-synth=edfxtp_1, max FFs per register=32, chip height=74.9 um, Avg Inst Size Synth=15.0 um2, Pint=744 uW, WL per Instance=between 15 and 20 um, Core Footprint=just over 5000 um2, DRT Pass-1 Iters=4, GRT Total Usage=0.132, Synth top cells by count=edfxtp_1 (32), nor2_1 (24), mux4_2 (16), post-synth cell types=13, VDD IR max=0.162 mV, CP startpoint kind=input pin, Tmin final=2.94 ns, initial drt markers=65, total placed instance area=about 2000 um2, fp util=0.312, #FFs+latches synth=32, vias per inst=4.74, Sw Ratio=0.214, Critical Path Sink Type=primary output, prevailing post-synth register cell=edfxtp_1, diodes inserted=0, H-tree Lvls=2, EDFF count, synth=32, fin area=2050 um2, Worst Min Path Start=dataW[0], GP Congestion=just over 0.8, Ys Warns=1, largest net degree at the start of global routing=13, setup bufs post-CTS=0, Top cells by area=edfxtp_1 (60%), mux4_2 (23%), nor2_1 (5.6%), cycle use final=0.918, CTS resizes=0, status=finished clean, Die W=74.9 um, die area=5610 um2, Critical Path AT=2.30 ns, max_cap viols=0, area share, top type=0.602, I/O Buffers=30, final slew viol count=0, dpl hpwl=2260 um, P_sw=202 uW, total congestion overflow=0, yosys cell count=106, initial antenna violation count=0, first-pass GRT wire length=4950 um, Sink Count=32, clock tree buffer depth=2, Top Registers=R x32, async set-reset flop share out of synthesis=0, Setup TNS=0 ns, fmax=0.340 GHz, site row count=26, TritonCTS clock tree=yes, WHS Path Cells=3, actual slew at the worst max-slew pin=0.564 ns, IO Count=31, dominant cell type by area after synthesis=edfxtp_1, share of total power in combinational logic=0.167, Root Driver=clkbuf_8, Setup-failing EPs final=0, relative slew slack=0.623, tally of OpenROAD warnings=25, Clock power frac=0.294, area reported by Yosys stat=1600 um2, total length of routed wires=3260 um, Final Hold Fails=0, Static Leak=0.000739 uW, kind of critical path=in2out, Cell Area, Synth=1600 um2, critical path fanouts, max=12, Data required, critical path=2.56 ns, unrepaired setup endpoints after global routing=no, P&R area growth vs syn=28.7%, Most flops, register=R, WHS Endpoint=R[3][0]$_DFFE_PP_, vias in the first global route=1000, Synth Seq Share=0.602, routed via count=slightly below 1000, Syn Inst Count=106, HP Class=in2reg, cts hold-fix bufs=0, sequential power share=0.539, CTS buffer count=5, clock transition at the registers of the reported paths=0.06 ns, PwrDens=461 nW/um2
-- per-stage QoR --
| stage | hold slack [ns] | worst slack (ns) | instances | util | power, uW |
|---|---|---|---|---|---|
| 5_1_grt | 1.13 | 0.207 | 210 | 0.402 | 990 |
| 4_1_cts | 1.10 | 0.258 | 210 | 0.402 | 959 |
| 3_3_place_gp | 1.40 | 0.277 | 203 | 0.387 | 675 |
| 3_5_place_dp | 1.40 | 0.257 | 203 | 0.387 | 680 |
| 2_1_floorplan | 0.913 | 1.13 | 106 | - | 588 |
| 6_report | 1.11 | 0.262 | 210 | 0.402 | 946 |
-- routing by layer --
metal  global-route usage  routed length (um)  part of all wire  up-vias
li1                     -                   -                 -      464
met4               0.0273                  82             0.025        0
met5                    0                   0                 0        -
met3               0.0488                 174             0.053        9
met1                0.177                1300              0.40      485
met2                0.219                1700              0.52       37
-- layout make-up --
cell class,instances,area [um2]
well taps,70,87.6
fillers,492,3050
flip-flops and latches,32,961
repair buffers,36,358
clock buffers,5,68.8
inverters,9,33.8
multi-input cells,56,537
clock inverters,2,7.51
-- cells in the final DEF (no fill, tap or decap), drive strengths merged --
cell / synthesis / routed
edfxtp: 32 / 32
nand2b: 2 / 2
inv: 9 / 9
o21ai: 3 / 3
mux4: 16 / 16
clkdlybuf4s50: 0 / 30
nand3: 9 / 9
nor2: 24 / 24
nand2: 1 / 1
buf: 8 / 6
or2: 1 / 1
clkbuf: 1 / 5
clkinv: 0 / 2
-- power by group through the flow --
stage | clock (uW) | combinational, uW | sequential [uW]
final | 278 | 159 | 510
after global routing | 305 | 172 | 513
after CTS | 287 | 161 | 510
-- cells by family (layout without fill, tap and decap cells) --
kind of cell | count (synthesis) | in the layout | synth area share
buf+inv | 18 | 52 | 0.0612
compound gates | 3 | 3 | 0.0118
flops | 32 | 32 | 0.602
simple gates | 37 | 37 | 0.0988
mux | 16 | 16 | 0.226
-- worst max path at each step --
stage	from	slack [ns]	to
finish	selA[1]	0.26	dataA[0]
global route	selA[1]	0.21	dataA[0]
CTS	selA[1]	0.26	dataA[0]
-- critical path, stage by stage --
cell             delay (ns)
clkdlybuf4s50_1        0.83
mux4_2                 0.41
clkdlybuf4s50_1        0.42
Power is estimated from default activity; no workload was simulated.
